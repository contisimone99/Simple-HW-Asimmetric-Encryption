==> design.v <==
localparam p = 8'd223;
module pubkey_gen_mod(
     input  selection                
    ,input  [7:0] secrKey            
    ,output reg [7:0] pubKey         
    ,output reg pkg_ready            
);
reg [7:0] result;  
always @ (*) begin
    if(selection == 1'b1) begin
        result = p - secrKey;
        pkg_ready = 1'b1; 
        pubKey = result[7:0];
    end
    else begin
        result = 8'h0;
        pubKey = 8'h00;
        pkg_ready = 1'b0;
    end
end
endmodule
module encryption_mod(
     input  selection                
    ,input  [7:0] pt                 
    ,input  [7:0] pubKey             
    ,output reg [7:0] ct             
    ,output reg enc_ready            
);
reg signed [8:0] sum;
reg[8:0] result;
always @ (*) begin
    if(selection) begin
        sum = pt + pubKey;
        if (sum >= 9'd0 && sum < 9'd223) begin
            result = sum;
            ct = result[7:0];
            enc_ready = 1'b1;
        end
        else begin
            result = sum - p;
            ct = result[7:0];
            enc_ready = 1'b1;
        end       
    end
    else begin
        sum = 9'h0;
        result = 9'h0;
        ct = 8'h00;
        enc_ready = 1'b0;
    end
end
endmodule
module decryption_mod (
     input selection             
    ,input [7:0] ct              
    ,input [7:0] secrKey         
    ,output reg [7:0] pt         
    ,output reg dec_ready        
);
reg[9:0] sum;
reg[9:0] result;
always @ (*) begin
    if(selection) begin
        sum = ct + secrKey;
        if(sum >= 10'h1BE && sum <= 10'd510) begin
            result = sum - 10'h1BE;
        end
        else if (sum >= 10'h0DF && sum <= 10'h1BE) begin
            result = sum - 10'h0DF;
        end
        else begin
            result = sum;
        end
        pt = result[7:0];
        dec_ready = 1'b1;
    end
    else begin
        result = 10'h0;
        sum = 10'h0;
        pt = 8'h00;
        dec_ready = 1'b0;
    end
end
endmodule
module SAE (
     input clk
    ,input reset_n                   
    ,input [1:0] mode                
    ,input [7:0] input_data          
    ,input [7:0] input_key           
    ,output reg [7:0] output_data    
    ,input valid_input               
    ,output reg output_ready         
    ,output err_invalid_seckey       
);
reg [1:0] mode_sampled;
reg in_valid;
reg [7:0] data;
reg [7:0] key;
reg [7:0] secrKey;
reg [7:0] pubKey;
reg pkg_sel;
wire pkg_ready;
wire [7:0] pkg_output;
reg enc_sel;
wire enc_ready;
wire [7:0] enc_output;
reg dec_sel;
wire dec_ready;
wire [7:0] dec_output;
reg [7:0] ct;
reg [7:0] pt;
pubkey_gen_mod pubkey_gen (
    .selection           (pkg_sel)
    ,.secrKey            (secrKey)
    ,.pubKey             (pkg_output)
    ,.pkg_ready          (pkg_ready)
);
encryption_mod encryption(
    .selection           (enc_sel)
    ,.pt                 (pt)
    ,.pubKey             (pubKey)
    ,.ct                 (enc_output)
    ,.enc_ready          (enc_ready)
);
decryption_mod decryption(
    .selection           (dec_sel)
    ,.ct                 (ct)
    ,.secrKey            (secrKey)
    ,.pt                 (dec_output)
    ,.dec_ready          (dec_ready)
);
assign err_invalid_seckey = (mode[0] == 1'b1) && (key < 1 || key > p - 1) && in_valid == 1'b1;
always @(*) begin
    if(!err_invalid_seckey && !valid_input) begin
        case(mode)
        2'b01: begin
            ct = 8'h00;
            pt = 8'h00;
            secrKey = key;
            pubKey  = 8'h00;
            pkg_sel = 1'b1;      
            enc_sel = 1'b0; 
            dec_sel = 1'b0;
            end
        2'b10: begin 
            ct = 8'h00;
            pt = data;
            secrKey = 8'h00;
            pubKey  = key;
            pkg_sel = 1'b0; 
            enc_sel = 1'b1;      
            dec_sel = 1'b0;     
            end
        2'b11: begin 
            ct = data; 
            pt = 8'h00;
            secrKey = key; 
            pubKey  = 8'h00;
            pkg_sel = 1'b0; 
            enc_sel = 1'b0; 
            dec_sel = 1'b1;      
            end
        default: begin 
            ct = 8'h00;
            pt  = 8'h00;
            secrKey = 8'h00;
            pubKey  = 8'h00;
            pkg_sel = 1'b0; 
            enc_sel = 1'b0; 
            dec_sel = 1'b0;
            end
        endcase
    end
    else begin
        ct = 8'h00;
        pt = 8'h00;
        secrKey = 8'h00;
        pubKey  = 8'h00;
        pkg_sel = 1'b0; 
        enc_sel = 1'b0; 
        dec_sel = 1'b0;
    end
end
always @(posedge clk or negedge reset_n) begin
	if(!reset_n) begin
        mode_sampled <= 2'b00;
		data <= 8'h00;
		key <= 8'h00;
        in_valid <= 1'b0;
        output_ready <= 1'b0;                
	end
    else begin
        if(!err_invalid_seckey) begin
            in_valid <= valid_input;         
        end
        else begin
            in_valid <= in_valid;            
        end
		if(valid_input) begin       
			data <= input_data;
			key <= input_key;
            mode_sampled <= mode;            
		end
		else begin 
			data <= data; 
			key <= key;
            mode_sampled <= mode_sampled;
		end
        case(mode)
        2'b01: begin
            if(mode_sampled == mode) begin
                output_ready <= pkg_ready;   
            end
            else begin
                output_ready <= 1'b0;
            end
            output_data <= pkg_output;       
        end
        2'b10: begin
            if(mode_sampled == mode) begin
                output_ready <= enc_ready;   
            end
            else begin
                output_ready <= 1'b0;
            end
            output_data <= enc_output;       
        end
        2'b11: begin
            if(mode_sampled == mode) begin
                output_ready <= dec_ready;   
            end
            else begin
                output_ready <= 1'b0;
            end
            output_data <= dec_output;       
        end
        default: begin
            output_ready <= 1'b0;
            output_data <= 8'h00;
        end
        endcase
        end
end
endmodule
==> run.sh <==
#!/bin/bash
# OpenROAD 26Q1-2900-gdf79404cd8, Yosys 0.63+post, stock flow scripts
make -C /OpenROAD-flow-scripts/flow DESIGN_CONFIG=/design/flow/config.mk WORK_HOME=/design/flow/orfs finish
==> config.mk <==
export PLATFORM = sky130hd
export DESIGN_NAME = SAE
export DESIGN_NICKNAME = SAE
export VERILOG_FILES = /design/flow/design.v
export SDC_FILE = /design/flow/constraint.sdc
export NUM_CORES = 4
export LEC_CHECK = 1
export CORE_UTILIZATION = 50
==> constraint.sdc <==
current_design SAE

set clk_period 12.9
set clk_io_pct 0.2

create_clock -name clk0 -period $clk_period [get_ports {clk}]

set non_clock_inputs [all_inputs -no_clocks]
set_input_delay [expr $clk_period * $clk_io_pct] -clock clk0 $non_clock_inputs
set_output_delay [expr $clk_period * $clk_io_pct] -clock clk0 [all_outputs]
==> design notes <==
The run gives 0.247 for the all-layer global routing usage. Setup repair after global routing left no endpoint under its margin. The total inserted antenna cells was 0; the mean instance size in the synthesized netlist was 8.87 sq um. For the final setup TNS, the log shows 0 ns. The tools report the number of setup violations in the final report as 0. The combinational cell fraction of total power was 0.289. Including well taps, the total number of placed cells is 422. After filler insertion, the fill cell instance count of the layout stands at 514. Per STA, the worst path accumulates the most delay in the family simple AND/OR/NAND/NOR gates. In the final run the clock tree shows a worst skew of 0.00431 ns. The number of standard cells reported by yosys was 331. The wire length reported by the detailed router was 6970 um. For the detailed router's first-iteration violation count, the log shows 240. On the critical path, the stage with the largest delay is an instance of xnor2_1. The leakage dissipation came out at 1.49 nW. The logs give 0.594 for the final cell utilization of the core and 426 for the number of standard cells in the final layout excluding fillers.

Most frequent cell on the critical path: buf_4. The logs give 2940 sq um for the chip area from the yosys synthesis statistics and 1 for the H-tree depth. The run gives 4 as the number of synthesis warnings. The switching power as a share of total power is 0.304, and the post-synthesis cell area is 2940 sq um.

The buffer-and-inverter tally for the worst setup path was 3; the sequential cell fraction of total power was 0.452. The DRC violation count after routing is 0. The worst-case IR drop observed on VDD is 0.0622 mV. The die covers 6180 sq um.

The run finished with clean final reports. The cell resize tally after clock tree synthesis was 0; the actual slew at the worst max-slew pin was 0.807 ns. The OpenROAD report gives the critical path a required time of 12.93 ns. The cell count after synthesis came out at 331.

The most used flip-flop cell after synthesis is dfrtp_1. The clock input transition at the sequential cells of the worst setup and hold paths was 0.10 ns; the number of sinks driven by the clock tree was 28. Per the summary, power density relative to cell area is 71.9 nW/um^2. The routed layout has 2,548 vias. The run gives 0 as the number of maximum-capacitance constraint violations. The synthesized netlist contains 71 unique library cells.

For this run, the detailed router's first-pass iteration total came to 4. The routed design could run at a clock period as short as 6.87 ns. The remaining max-slew budget at the tightest pin came out at 0.458. The endpoint kind of the worst setup timing path is a register. With the count of nets left with antenna violations after detail routing at 0, the total count of hold-check failures in the final report is 0.

Total clock buffers created by CTS: 3. In this run, synthesis produced a sequential element count of 28. TritonCTS built the clock tree. The final weighted congestion recorded by global placement is 0.885. The ratio of cells with drive above 1 in the final layout is 0.116, and the count of pins on the block boundary is 31.

The count of buffers added on input and output ports is 30. The floorplan row count is 27, and the via count of the first global-routing pass is 2,383. The critical path class is in2reg. The flow reports an fmax of 146 MHz.

In this run the layout overhead on the synthesized area is reported as 12.8%. Internal power comes to 0.166 mW. The largest single stage delay on the critical path is 0.65 ns.

and2_1 is the most common cell in the netlist. For the insertion delay at the late pin of the worst-skew pair, the log shows 0.28 ns. The share of the yosys chip area belonging to registers is 0.252.

Looking at area per cell type in the netlist, the leader is dfrtp_1. For reference, the top cells by count after synthesis are and2_1 (25), ha_1 (21), dfrtp_1 (20), nand2_1 (20), nor2_1 (20). Fraction of power consumed by the clock network: 0.259. Per the detail_route report, routed wire per instance is 16.4 um. The detail-routed via count per cell is 5.98, and the die span in y is 78.6 um. The classification of the worst-slack hold path was reg2reg. After global routing the overflow that remains totals 0. In this run, synthesis inferred 8 flip-flops with an integrated enable.

For the core box area, the log shows 5570 sq um. In this run the tools logged warnings totalling 27. The tools report the number of setup buffers added after CTS as 0. Along the worst path, the maximum fanout reaches 23. The count of hold-fix buffers inserted at cts was 0.

Ranked by total cell area, the synthesized netlist is headed by dfrtp_1 (17%), ha_1 (8.9%), edfxtp_1 (8.2%). The fraction of synthesized cell area taken by the top area cell type was 0.170. The run gives 11,700 um as the wire length of the first global-routing pass. The run gives 0 for the number of max-slew violations in the final report.

The final clock period utilization by the worst path came out at 0.533. The die extent in x came out at 78.6 um. The worst setup path is launched from a primary input. Entering global routing, the biggest net connects 29 pins.

No sink is reached through more buffers than the 2 on the longest clock path. Data arrives at the worst endpoint at 6.90 ns. The run gives 0.714 for the fraction of registers with async set/reset. The number of antenna violations at the first check in global routing is 0. Cell at the root of the clock tree: clkbuf_8. The post-detailed-placement half-perimeter wirelength was 5390 um. Switching power: 0.0724 mW. The report lists the cells along the critical path as clkdlybuf4s50_1 -> buf_4 -> a211oi_2 -> buf_4 -> and2_2 -> nand2_1 -> fa_1 -> nor2b_1 -> o22ai_1 -> xnor2_1 -> nand4_1 -> a311o_1 -> nand3_2 -> nor2_1 -> o221a_2 -> a221o_1.

The initial core utilization is 0.527.
layout make-up:
class	count	area, sq um	share of cell area
inverters	15	56.3	0.0170
well taps	72	90.1	0.0272
flip-flops and latches	28	741	0.224
clock buffers	4	66.3	0.0200
repair buffers	34	330	0.0997
multi-input cells	273	2030	0.613
power by group through the flow:
| stage | clock, mW | combinational, mW | sequential, mW |
|---|---|---|---|
| 4_1_cts | 0.0630 | 0.0686 | 0.108 |
| 5_1_grt | 0.0665 | 0.0762 | 0.109 |
| 6_report | 0.0618 | 0.0688 | 0.108 |
final timing paths:
check | start | endpoint | slack, ns | cells after the start
min in group asynchronous | reset_n | data[2] | 2.69 | 2
max in group asynchronous | reset_n | key[3] | 9.94 | 2
worst min register to register | mode_sampled[1] | mode_sampled[1] | 0.55 | 1
worst max-delay path | valid_input | output_data[3] | 6.03 | 16
worst max register to register | key[2] | output_data[3] | 7.99 | 17
worst min-delay path | mode_sampled[1] | mode_sampled[1] | 0.55 | 1
per-stage QoR:
step / area (sq um) / hold WS (ns) / power [mW] / worst slack, ns
after floorplan: 2940 / 0.487 / 0.152 / 6.72
after global placement: 3250 / 0.533 / 0.178 / 5.94
after detailed placement: 3250 / 0.527 / 0.178 / 5.79
after CTS: 3310 / 0.550 / 0.240 / 6.07
after global routing: 3310 / 0.568 / 0.252 / 5.69
final: 3310 / 0.552 / 0.238 / 6.03
state kept, by name (all words and copies together), names as in the netlist:
register / count
data: 8
in_valid: 1
key: 8
mode_sampled: 2
output_data: 8
output_ready: 1
cells in the final DEF (no fill, tap or decap), types with 5 or more instances in the layout:
| master | count |
|---|---|
| a21o_1 | 8 |
| xor2_1 | 5 |
| nor2_1 | 20 |
| o22ai_1 | 6 |
| and2_1 | 25 |
| mux2_2 | 17 |
| nand3_1 | 9 |
| a31oi_1 | 6 |
| and3_1 | 15 |
| inv_1 | 13 |
| xnor2_1 | 10 |
| clkdlybuf4s50_1 | 30 |
| o21ai_1 | 11 |
| ha_1 | 21 |
| dfrtp_1 | 20 |
| mux2i_1 | 5 |
| edfxtp_1 | 8 |
| nand2_1 | 20 |
| o21ai_0 | 9 |
| a21oi_1 | 14 |
cells by family after synthesis:
family,count (synthesis),synth area share
AND/OR/NAND/NOR,122,0.235
AND-OR/OR-AND,91,0.224
buffers and inverters,30,0.0584
flip-flops,28,0.252
adder cells (fa/ha/maj),23,0.103
multiplexers,22,0.0822
XOR/XNOR,15,0.0447
metal layers:
layer	global-route usage	part of all wire	up-vias
met4	0.0241	0.012	0
met3	0.0236	0.043	6
met1	0.395	0.50	1193
met5	0	0	-
li1	-	-	1281
met2	0.383	0.44	68
worst register-to-register path, delay by kind of cell, from the launching register on:
family	cells	cell delay [ns]
AOI/OAI and AO/OA	7	1.46
xor gates and xnor gates	1	0.65
adders and majority gates	1	0.46
buffers and inverters	1	0.23
DFF	1	0.47
and+or+nand+nor	7	1.38
Power is estimated from default activity; no workload was simulated.
